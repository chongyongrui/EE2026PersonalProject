`design/flow/config.mk`:
```
export PLATFORM = sky130hd
export DESIGN_NAME = colour
export DESIGN_NICKNAME = colour
export VERILOG_FILES = /design/flow/design.v
export SDC_FILE = /design/flow/constraint.sdc
export NUM_CORES = 4
export LEC_CHECK = 1
export CORE_UTILIZATION = 30
```
`design/flow/constraint.sdc`:
```
current_design colour

set clk_period 13.7
set clk_io_pct 0.2

create_clock -name clk0 -period $clk_period [get_ports {CLOCK}]

set non_clock_inputs [all_inputs -no_clocks]
set_input_delay [expr $clk_period * $clk_io_pct] -clock clk0 $non_clock_inputs
set_output_delay [expr $clk_period * $clk_io_pct] -clock clk0 [all_outputs]
```
`design/flow/run.sh`:
```
#!/bin/bash
# OpenROAD 26Q1-2900-gdf79404cd8, Yosys 0.63+post, stock flow scripts
make -C /OpenROAD-flow-scripts/flow DESIGN_CONFIG=/design/flow/config.mk WORK_HOME=/design/flow/orfs finish
```
`design/flow/design.v`:
```
`timescale 1ns / 1ps
module colour(
    input [12:0] pixel_index, 
    input CLOCK, sw13, sw14, btnR, btnL,
    input [15:0] curr_pixel_oled,
    output reg [15:0] oled_data,
    output [15:0] selected_colour 
    );
     parameter BLACK = 16'b0;
     parameter WHITE = ~BLACK;
     parameter LIGHT_YELLOW = 16'b11111_111111_10011;     
     parameter YELLOW1 = 16'b11111_111111_01101;       
     parameter DARK_YELLOW = 16'b11001_110011_00000;         
     parameter BEIGE = 16'b1111111011010011;
     parameter ORANGE = 16'b11111_101010_00110;
     parameter BROWN = 16'b11000_010010_00000;
     parameter RED = 16'b11111_000000_00000;
     parameter PURPLE = 16'b11001_011010_11101;
     parameter TURQUOISE = 16'b00010_110000_11001;
     parameter BLUE = 16'b00101_011010_11000;
     parameter GREEN = 16'b00001_100100_01010;
     parameter LIGHT_GREEN = 16'b01110_110100_00111;
     parameter YELLOW = 16'b11111_111110_01011;
     parameter DARK_GREY = 16'b01111_11110_01111;
     parameter GREY = 16'b11000_110000_11000;
    reg [3:0] state = 0;
    wire [7:0] x = pixel_index % 96;
    wire [7:0] y = pixel_index / 96;
    assign selected_colour = (state == 0) ? BLACK :
                             (state == 1) ? BEIGE :
                             (state == 2) ? ORANGE:
                             (state == 3) ? BROWN:
                             (state == 4) ? RED:
                             (state == 5) ? PURPLE:
                             (state == 6) ? TURQUOISE:
                             (state == 7) ? BLUE:
                             (state == 8) ? GREEN:
                             (state == 9) ? LIGHT_GREEN:
                             (state == 10) ? YELLOW:
                             (state == 11) ? DARK_GREY:
                             GREY;
    wire [15:0] colourmenudisp [0:12];
    wire [12:0] box;
    assign box[0] = ((x >= 3 && x <= 8 && (y == 56 || y == 61)) || (x == 3 || x == 8) && y >= 56 && y <= 61);
    assign box[1] = ((x >= 10 && x <= 15 && (y == 56 || y == 61)) || (x == 10 || x == 15) && y >= 56 && y <= 61);
    assign box[2] = ((x >= 17 && x <= 22 && (y == 56 || y == 61)) || (x == 17 || x == 22) && y >= 56 && y <= 61);
    assign box[3] = ((x >= 24 && x <= 29 && (y == 56 || y == 61)) || (x == 24 || x == 29) && y >= 56 && y <= 61);
    assign box[4] = ((x >= 31 && x <= 36 && (y == 56 || y == 61)) || (x == 31 || x == 36) && y >= 56 && y <= 61);
    assign box[5] = ((x >= 38 && x <= 43 && (y == 56 || y == 61)) || (x == 38 || x == 43) && y >= 56 && y <= 61);
    assign box[6] = ((x >= 45 && x <= 50 && (y == 56 || y == 61)) || (x == 45 || x == 50) && y >= 56 && y <= 61);
    assign box[7] = ((x >= 52 && x <= 57 && (y == 56 || y == 61)) || (x == 52 || x == 57) && y >= 56 && y <= 61);
    assign box[8] = ((x >= 59 && x <= 64 && (y == 56 || y == 61)) || (x == 59 || x == 64) && y >= 56 && y <= 61);
    assign box[9] = ((x >= 66 && x <= 71 && (y == 56 || y == 61)) || (x == 66 || x == 71) && y >= 56 && y <= 61);
    assign box[10] = ((x >= 73 && x <= 78 && (y == 56 || y == 61)) || (x == 73 || x == 78) && y >= 56 && y <= 61);
    assign box[11] = ((x >= 80 && x <= 85 && (y == 56 || y == 61)) || (x == 80 || x == 85) && y >= 56 && y <= 61);
    assign box[12] = ((x >= 87 && x <= 92 && (y == 56 || y == 61)) || (x == 87 || x == 92) && y >= 56 && y <= 61);
    wire bigbox;
    assign bigbox = ((x >= 0 && x <= 95 && (y == 54 || y == 63)) || ((x == 0 || x == 95) && y >= 54 && y <= 63));
    wire [12:0] colour;
    assign colour[0] = (x >= 5 && x <= 6 && y >= 58 && y <= 59);
    assign colour[1] = (x >= 12 && x <= 13 && y >= 58 && y <= 59);
    assign colour[2] = (x >= 19 && x <= 20 && y >= 58 && y <= 59);
    assign colour[3] = (x >= 26 && x <= 27 && y >= 58 && y <= 59);
    assign colour[4] = (x >= 33 && x <= 34 && y >= 58 && y <= 59); 
    assign colour[5] = (x >= 40 && x <= 41 && y >= 58 && y <= 59);
    assign colour[6] = (x >= 47 && x <= 48 && y >= 58 && y <= 59);
    assign colour[7] = (x >= 54 && x <= 55 && y >= 58 && y <= 59);
    assign colour[8] = (x >= 61 && x <= 62 && y >= 58 && y <= 59);
    assign colour[9] = (x >= 68 && x <= 69 && y >= 58 && y <= 59);
    assign colour[10] = (x >= 75 && x <= 76 && y >= 58 && y <= 59);
    assign colour[11] = (x >= 82 && x <= 83 && y >= 58 && y <= 59);
    assign colour[12] = (x >= 89 && x <= 90 && y >= 58 && y <= 59);
    assign colourmenudisp[0] = bigbox || colour[0] || colour[1] || colour[2] || colour[3] || colour[4] || colour[5] ||
                               colour[6] || colour[7] || colour[8] || colour[9] || colour[10] || colour[11] || colour[12] ||
                               box[0];
    assign colourmenudisp[1] = bigbox || colour[0] || colour[1] || colour[2] || colour[3] || colour[4] || colour[5] ||
                               colour[6] || colour[7] || colour[8] || colour[9] || colour[10] || colour[11] || colour[12] ||
                               box[1];
    assign colourmenudisp[2] = bigbox || colour[0] || colour[1] || colour[2] || colour[3] || colour[4] || colour[5] ||
                               colour[6] || colour[7] || colour[8] || colour[9] || colour[10] || colour[11] || colour[12] ||
                               box[2];
    assign colourmenudisp[3] = bigbox || colour[0] || colour[1] || colour[2] || colour[3] || colour[4] || colour[5] ||
                               colour[6] || colour[7] || colour[8] || colour[9] || colour[10] || colour[11] || colour[12] ||
                               box[3];                          
    assign colourmenudisp[4] = bigbox || colour[0] || colour[1] || colour[2] || colour[3] || colour[4] || colour[5] ||
                               colour[6] || colour[7] || colour[8] || colour[9] || colour[10] || colour[11] || colour[12] ||
                               box[4];                           
    assign colourmenudisp[5] = bigbox || colour[0] || colour[1] || colour[2] || colour[3] || colour[4] || colour[5] ||
                               colour[6] || colour[7] || colour[8] || colour[9] || colour[10] || colour[11] || colour[12] ||
                               box[5];
    assign colourmenudisp[6] = bigbox || colour[0] || colour[1] || colour[2] || colour[3] || colour[4] || colour[5] ||
                               colour[6] || colour[7] || colour[8] || colour[9] || colour[10] || colour[11] || colour[12] ||
                               box[6];                         
    assign colourmenudisp[7] = bigbox || colour[0] || colour[1] || colour[2] || colour[3] || colour[4] || colour[5] ||
                               colour[6] || colour[7] || colour[8] || colour[9] || colour[10] || colour[11] || colour[12] ||
                               box[7];
    assign colourmenudisp[8] = bigbox || colour[0] || colour[1] || colour[2] || colour[3] || colour[4] || colour[5] ||
                               colour[6] || colour[7] || colour[8] || colour[9] || colour[10] || colour[11] || colour[12] ||
                               box[8];
    assign colourmenudisp[9] = bigbox || colour[0] || colour[1] || colour[2] || colour[3] || colour[4] || colour[5] ||
                               colour[6] || colour[7] || colour[8] || colour[9] || colour[10] || colour[11] || colour[12] ||
                               box[9];
    assign colourmenudisp[10] = bigbox || colour[0] || colour[1] || colour[2] || colour[3] || colour[4] || colour[5] ||
                               colour[6] || colour[7] || colour[8] || colour[9] || colour[10] || colour[11] || colour[12] ||
                               box[10];                                                           
    assign colourmenudisp[11] = bigbox || colour[0] || colour[1] || colour[2] || colour[3] || colour[4] || colour[5] ||
                               colour[6] || colour[7] || colour[8] || colour[9] || colour[10] || colour[11] || colour[12] ||
                               box[11];                                                          
    assign colourmenudisp[12] = bigbox || colour[0] || colour[1] || colour[2] || colour[3] || colour[4] || colour[5] ||
                               colour[6] || colour[7] || colour[8] || colour[9] || colour[10] || colour[11] || colour[12] ||
                               box[12];                                                          
    reg pressed = 0;
    reg [26:0] count = 0;
    always @(posedge CLOCK) begin
        if (pressed == 1) begin
            count <= (count == 24999999) ? 0 : count + 1;
            pressed <= (count == 24999999) ? 0 : 1;
        end
        if (btnR && state != 12 && pressed == 0 && sw13) begin
            state <= state + 1;
            pressed <= 1;
        end
        else if (btnL && state != 0 && pressed == 0 && sw13) begin
            state <= state - 1;
            pressed <= 1;
        end
    end
    always @(*) begin
        if (sw13 && sw14) begin
        if (colourmenudisp[state]) begin
            if (bigbox)
                oled_data <= BLACK;
            else if (box[0] || box[1] || box[2] || box[3] || box[4] || box[5] || box[6] || box[7] || box[8] || box[9] || box[10] || box[11] || box[12])
                oled_data <= RED; 
            else if (colour[0])
                oled_data <= BLACK;
            else if (colour[1])
                oled_data <= BEIGE;
            else if (colour[2])
                oled_data <= ORANGE;
            else if (colour[3])
                oled_data <= BROWN;
            else if (colour[4])
                oled_data <= RED;
            else if (colour[5])
                oled_data <= PURPLE;
            else if (colour[6])
                oled_data <= TURQUOISE;
            else if (colour[7])
                oled_data <= BLUE;
            else if (colour[8])
                oled_data <= GREEN;
            else if (colour[9])
                oled_data <= LIGHT_GREEN;
            else if (colour[10])
                oled_data <= YELLOW;
            else if (colour[11])
                oled_data <= DARK_GREY;
            else if (colour[12])
                oled_data <= GREY;
        end
        else
            oled_data <= curr_pixel_oled;    
        end
        else
            oled_data <= curr_pixel_oled;  
    end
endmodule
```
==> results.yml <==
# physical design summary
setup_path:
  crit_path_start: "pixel_index[12]"
  critPathKind: "input port to output pin"
  worstPathArrival_ns: 10.24
  worst-r2r-cell-count: 5
  r2r_end: "count[19]"
  slowest_delay_ns: 0.71
  cp_data_required_time_ns: 10.96
  rrSetupSlack_ns: 10.81
  crit_fanout: 23
  crit_path_end_kind: "output pin"
  crit_chain: "clkdlybuf4s50_1 -> ha_1 -> nand3b_1 -> o21ai_0 -> a21oi_1 -> a311oi_4 -> o22ai_1 -> nor3_2 -> a31oi_1 -> a211oi_2 -> and2_1 -> nor3_1 -> a31o_1 -> a311o_1 -> a311oi_1 -> a21oi_4 -> mux2_2 -> dlxtn_1 -> clkdlybuf4s50_1"
  cp_top_family: "AND-OR/OR-AND gates"
  crit_slowest_cell: "nand3b_1"
  cp_common_cell: "clkdlybuf4s50_1"
  path_buffers: 2
  worstReg2RegStart: "count[15]"
  cp-start-kind: "input port"
die:
  core-area_um2: 18000
  die_h_um: 138
  dieArea_um2: 18900
  num_rows: 49
  initial_core_util: 0.307
  die_w_um: 138
  io_pins: 66
timing:
  fin_crit_sh: 0.948
  finClkSkew_ns: 0.00614
  unclocked_pins: 16
  setup_tns_ns: 0
  final-max-slew-violation-count: 0
  period_minus_slack_ns: 12.98
  grt_setup_unrepaired: "false"
  fmax_mhz: 77.0
  relSlewSlack: 0.373
  setup_viol: 0
  untimed_endpoints: 16
  fin_ws_ns: 0.718
  finalHoldViolCount: 0
  worst_pin_slew_ns: 0.938
final_layout:
  final_cell_mix: "nor2_1, nand2_1, clkdlybuf4s50_1"
  layout-drive-gt1-share: 0.0734
  area_growth_pct: 18.0
  fin_area_um2: 6500
  mostFrequentLayoutCell: "nor2_1"
  fill_cells: 1876
power:
  pwr-share-seq: 0.310
  swShare: 0.357
  powerDensity_nw_per_um2: 54.8
  p_leak_nw: 2.37
  irDropWorstVdd_mv: 0.0793
  power_frac_comb: 0.405
  power.internal_w: 0.000229
  power.switching_w: 0.000127
  p_clk_frac: 0.285
detailed_routing:
  vias_per_cell: 5.96
  wl_per_cell_um: 17.2
  drc_errors: 0
  dr.max_layer_used: "met4"
  vias: 6159
  diodes: 0
  ant_nets: 0
  drt_wl_total_mm: 17.7
  dr_wl_met2_mm: 8.24
  dr.pass1.iters: 6
  wl_met3_mm: 1.18
  wl_met1_mm: 7.86
  drtIter0Drc: 558
run:
  warning_count: 28
  cap_violations: 0
grt:
  track_usage: 0.190
  grt_pass1_wl_mm: 28.3
  grt_pass1_vias: 5434
  grt_max_degree: 38
  globalRouteOverflowTotal: 0
  antenna_found_initial: 0
synthesis:
  yosysCellCount: 756
  postSynthCellCount: 756
  ys_types: 99
  yosysWarnings: 1
  ys_area_um2: 5510
  synth_area_per_cell_um2: 7.29
  synth-edff-count: 31
  syn_area_um2: 5510
  async_flop_share: 0
  synth_flops: 48
  ys.flop_type: "edfxtp_1"
placement:
  dp_slack_ns: 0.568
  port-buffer-count: 64
  dpl-instance-area_um2: 6360
  dp_hpwl_mm: 13.3
  place_congestion: 0.987
clock_tree:
  clk_path_buf_depth: 2
  clockRootBuffer: "clkbuf_16"
  path_clk_slew_ns: 0.04
  cts_tree: "done"
  worstSkewPairLatency_ns: 0.27
  numCtsBuffers: 5
  htreeDepth: 2
  postCtsHoldBufs: 0
hold_path:
  hold_path.class: "flip-flop to flip-flop"
  min_to: "count[26]"
  hp-start: "count[26]"
  whs_path_depth: 1
status:
  status: "finished, final reports clean"
## per-layer routing
metal,vias up,GRT usage
met5,-,0
met4,0,0.0488
met1,2853,0.282
met2,270,0.299
li1,2993,-
met3,43,0.0146
## stage by stage
step / hold WS, ns / total power [W] / utilization / std cells
floorplan: 0.571 / 0.000209 / - / 772
global placement: 0.593 / 0.000255 / 0.354 / 1025
detailed placement: 0.599 / 0.000252 / 0.354 / 1025
CTS: 0.616 / 0.000355 / 0.362 / 1033
global route: 0.619 / 0.000375 / 0.362 / 1033
finish: 0.614 / 0.000356 / 0.362 / 1033
## synthesized netlist by cell type (4+ instances only)
cell       count  share of area
a2111oi_0      6         0.0095
a211o_1        4         0.0064
a211oi_1      19          0.026
a21o_1         8          0.011
a21oi_1       44          0.040
a22oi_1        4         0.0055
a311o_1        4         0.0073
a31oi_1        9          0.010
a32oi_1        4         0.0064
and2_1        10          0.011
and3_1        12          0.014
buf_2          8         0.0073
clkbuf_1      37          0.025
dlxtn_1       16          0.044
edfxtp_1      31           0.17
ha_1           6          0.014
inv_1         20          0.014
mux2_2         8          0.016
nand2_1       80          0.055
nand2b_1      10          0.011
nand3_1       36          0.033
nand3b_1       5         0.0068
nand4_1       15          0.017
nor2_1        87          0.059
nor2b_1       11          0.012
nor3_1        33          0.030
nor3b_1        5         0.0068
nor4_1        15          0.017
o2111ai_1      6         0.0095
o211ai_1       8          0.011
o21a_1         4         0.0055
o21ai_0       35          0.032
o22ai_1       12          0.014
o311a_1        4         0.0073
o311ai_0       4         0.0064
o31ai_1        5         0.0068
or2_2          5         0.0057
or3_1         11          0.012
or4_1          4         0.0055
xnor2_1       13          0.021
xor2_1        10          0.016
## state kept, by name, indices dropped and copies added, names as in the netlist
register and cells:
count 27, oled_data 16, pressed 1, state 4
## cells by family after synthesis
| kind of cell | count (synthesis) | share of synthesized area |
|---|---|---|
| AND-OR/OR-AND | 235 | 0.318 |
| XOR/XNOR | 23 | 0.0366 |
| adder cells (fa/ha/maj) | 6 | 0.0136 |
| buffers and inverters | 73 | 0.0543 |
| flip-flops | 32 | 0.173 |
| latches | 16 | 0.0436 |
| multiplexers | 14 | 0.0323 |
| other | 1 | 0.000681 |
| AND/OR/NAND/NOR | 356 | 0.329 |
## worst max path at each step
stage | to | slack, ns | cells after the start
4_1_cts | oled_data[8] | 0.56 | 19
5_1_grt | oled_data[8] | 0.12 | 19
6_report | oled_data[8] | 0.72 | 19
## power by group through the flow
stage | logic, W | registers, W | clock network, W
5_1_grt | 0.000155 | 0.000110 | 0.000109
4_1_cts | 0.000141 | 0.000110 | 0.000104
6_report | 0.000144 | 0.000110 | 0.000101
## what timing repair did
item	CTS	global route
setup endpoints to repair	0	6
gates resized	0	1
setup buffers	0	0
## area by class of cell
class,instances,area (um2),share of cell area
multi-input combinational,651,4080,0.628
sequential,48,1190,0.183
timing repair buffer,75,723,0.111
tap,229,287,0.0441
clock buffer,7,133,0.0204
inverter,22,82.6,0.0127
clock inverter,1,3.75,0.000578
Power and IR drop assume default switching activity.

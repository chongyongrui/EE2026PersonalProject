### design/flow/run.sh
#!/bin/bash
# OpenROAD 26Q1-2900-gdf79404cd8, Yosys 0.63+post, stock flow scripts
make -C /OpenROAD-flow-scripts/flow DESIGN_CONFIG=/design/flow/config.mk WORK_HOME=/design/flow/orfs finish
### design/flow/config.mk
export PLATFORM = sky130hd
export DESIGN_NAME = Oled_Display
export DESIGN_NICKNAME = Oled_Display
export VERILOG_FILES = /design/flow/design.v
export SDC_FILE = /design/flow/constraint.sdc
export NUM_CORES = 4
export LEC_CHECK = 1
export CORE_UTILIZATION = 50
### design/flow/constraint.sdc
current_design Oled_Display

set clk_period 8.7
set clk_io_pct 0.2

create_clock -name clk0 -period $clk_period [get_ports {clk}]

set non_clock_inputs [all_inputs -no_clocks]
set_input_delay [expr $clk_period * $clk_io_pct] -clock clk0 $non_clock_inputs
set_output_delay [expr $clk_period * $clk_io_pct] -clock clk0 [all_outputs]
### design/flow/design.v
module Oled_Display(clk, reset, frame_begin, sending_pixels,
  sample_pixel, pixel_index, pixel_data, cs, sdin, sclk, d_cn, resn, vccen,
  pmoden);
localparam Width = 96;
localparam Height = 64;
localparam PixelCount = Width * Height;
localparam PixelCountWidth = $clog2(PixelCount);
parameter ClkFreq = 6250000;  
input clk, reset;
output frame_begin, sending_pixels, sample_pixel;
output [PixelCountWidth-1:0] pixel_index;
input [15:0] pixel_data;
output cs, sdin, sclk, d_cn, resn, vccen, pmoden;
localparam FrameFreq = 60;
localparam FrameDiv = ClkFreq / FrameFreq;
localparam FrameDivWidth = $clog2(FrameDiv);
reg [FrameDivWidth-1:0] frame_counter;
assign frame_begin = frame_counter == 0;
localparam PowerDelay = 20;  
localparam ResetDelay = 3;  
localparam VccEnDelay = 20;  
localparam StartupCompleteDelay = 100;  
localparam MaxDelay = StartupCompleteDelay;
localparam MaxDelayCount = (ClkFreq * MaxDelay) / 1000;
reg [$clog2(MaxDelayCount)-1:0] delay;
localparam StateCount = 32;
localparam StateWidth = $clog2(StateCount);
localparam PowerUp = 5'b00000;
localparam Reset = 5'b00001;
localparam ReleaseReset = 5'b00011;
localparam EnableDriver = 5'b00010;
localparam DisplayOff = 5'b00110;
localparam SetRemapDisplayFormat = 5'b00111;
localparam SetStartLine = 5'b00101;
localparam SetOffset = 5'b00100;
localparam SetNormalDisplay = 5'b01100;
localparam SetMultiplexRatio = 5'b01101;
localparam SetMasterConfiguration = 5'b01111;
localparam DisablePowerSave = 5'b01110;
localparam SetPhaseAdjust = 5'b01010;
localparam SetDisplayClock = 5'b01011;
localparam SetSecondPrechargeA = 5'b01001;
localparam SetSecondPrechargeB = 5'b01000;
localparam SetSecondPrechargeC = 5'b11000;
localparam SetPrechargeLevel = 5'b11001;
localparam SetVCOMH = 5'b11011;
localparam SetMasterCurrent = 5'b11010;
localparam SetContrastA = 5'b11110;
localparam SetContrastB = 5'b11111;
localparam SetContrastC = 5'b11101;
localparam DisableScrolling = 5'b11100;
localparam ClearScreen = 5'b10100;
localparam VccEn = 5'b10101;
localparam DisplayOn = 5'b10111;
localparam PrepareNextFrame = 5'b10110;
localparam SetColAddress = 5'b10010;
localparam SetRowAddress = 5'b10011;
localparam WaitNextFrame = 5'b10001;
localparam SendPixel = 5'b10000;
assign sending_pixels = state == SendPixel;
assign resn = state != Reset;
assign d_cn = sending_pixels;
assign vccen = state == VccEn || state == DisplayOn ||
  state == PrepareNextFrame || state == SetColAddress ||
  state == SetRowAddress || state == WaitNextFrame || state == SendPixel;
assign pmoden = !reset;
reg [15:0] color;
reg [StateWidth-1:0] state;
wire [StateWidth-1:0] next_state = fsm_next_state(state, frame_begin, pixel_index);
function [StateWidth-1:0] fsm_next_state;
  input [StateWidth-1:0] state;
  input frame_begin;
  input [PixelCountWidth-1:0] pixels_remain;
  case (state)
    PowerUp: fsm_next_state = Reset;
    Reset: fsm_next_state = ReleaseReset;
    ReleaseReset: fsm_next_state = EnableDriver;
    EnableDriver: fsm_next_state = DisplayOff;
    DisplayOff: fsm_next_state = SetRemapDisplayFormat;
    SetRemapDisplayFormat: fsm_next_state = SetStartLine;
    SetStartLine: fsm_next_state = SetOffset;
    SetOffset: fsm_next_state = SetNormalDisplay;
    SetNormalDisplay: fsm_next_state = SetMultiplexRatio;
    SetMultiplexRatio: fsm_next_state = SetMasterConfiguration;
    SetMasterConfiguration: fsm_next_state = DisablePowerSave;
    DisablePowerSave: fsm_next_state = SetPhaseAdjust;
    SetPhaseAdjust: fsm_next_state = SetDisplayClock;
    SetDisplayClock: fsm_next_state = SetSecondPrechargeA;
    SetSecondPrechargeA: fsm_next_state = SetSecondPrechargeB;
    SetSecondPrechargeB: fsm_next_state = SetSecondPrechargeC;
    SetSecondPrechargeC: fsm_next_state = SetPrechargeLevel;
    SetPrechargeLevel: fsm_next_state = SetVCOMH;
    SetVCOMH: fsm_next_state = SetMasterCurrent;
    SetMasterCurrent: fsm_next_state = SetContrastA;
    SetContrastA: fsm_next_state = SetContrastB;
    SetContrastB: fsm_next_state = SetContrastC;
    SetContrastC: fsm_next_state = DisableScrolling;
    DisableScrolling: fsm_next_state = ClearScreen;
    ClearScreen: fsm_next_state = VccEn;
    VccEn: fsm_next_state = DisplayOn;
    DisplayOn: fsm_next_state = PrepareNextFrame;
    PrepareNextFrame: fsm_next_state = SetColAddress;
    SetColAddress: fsm_next_state = SetRowAddress;
    SetRowAddress: fsm_next_state = WaitNextFrame;
    WaitNextFrame: fsm_next_state = frame_begin ? SendPixel : WaitNextFrame;
    SendPixel: fsm_next_state = (pixel_index == PixelCount-1) ?
      PrepareNextFrame : SendPixel;
    default: fsm_next_state = PowerUp;
  endcase
endfunction
localparam SpiCommandMaxWidth = 40;
localparam SpiCommandBitCountWidth = $clog2(SpiCommandMaxWidth);
reg [SpiCommandBitCountWidth-1:0] spi_word_bit_count;
reg [SpiCommandMaxWidth-1:0] spi_word;
wire spi_busy = spi_word_bit_count != 0;
assign cs = !spi_busy;
assign sclk = clk | !spi_busy;
assign sdin = spi_word[SpiCommandMaxWidth-1] & spi_busy;
assign sample_pixel = (state == WaitNextFrame && frame_begin) ||
  (sending_pixels && frame_counter[3:0] == 0);
assign pixel_index = sending_pixels ?
  frame_counter[FrameDivWidth-1:$clog2(16)] : 0;
always @(negedge clk) begin
  if (reset) begin
    frame_counter <= 0;
    delay <= 0;
    state <= 0;
    spi_word <= 0;
    spi_word_bit_count <= 0;
  end else begin
    frame_counter <= (frame_counter == FrameDiv-1) ? 0 : frame_counter + 1;
    if (spi_word_bit_count > 1) begin
      spi_word_bit_count <= spi_word_bit_count - 1;
      spi_word <= {spi_word[SpiCommandMaxWidth-2:0], 1'b0};
    end else if (delay != 0) begin
      spi_word <= 0;
      spi_word_bit_count <= 0;
      delay <= delay - 1;
    end else begin
      state <= next_state;
      case (next_state)
        PowerUp: begin
          spi_word <= 0;
          spi_word_bit_count <= 0;
          delay <= (ClkFreq * PowerDelay) / 1000;
        end
        Reset: begin
          spi_word <= 0;
          spi_word_bit_count <= 0;
          delay <= (ClkFreq * ResetDelay) / 1000;
        end
        ReleaseReset: begin
          spi_word <= 0;
          spi_word_bit_count <= 0;
          delay <= (ClkFreq * ResetDelay) / 1000;
        end
        EnableDriver: begin
          spi_word <= {16'hFD12, {SpiCommandMaxWidth-16{1'b0}}};
          spi_word_bit_count <= 16;
          delay <= 1;
        end
        DisplayOff: begin
          spi_word <= {8'hAE, {SpiCommandMaxWidth-8{1'b0}}};
          spi_word_bit_count <= 8;
          delay <= 1;
        end
        SetRemapDisplayFormat: begin
          spi_word <= {16'hA072, {SpiCommandMaxWidth-16{1'b0}}};
          spi_word_bit_count <= 16;
          delay <= 1;
        end
        SetStartLine: begin
          spi_word <= {16'hA100, {SpiCommandMaxWidth-16{1'b0}}};
          spi_word_bit_count <= 16;
          delay <= 1;
        end
        SetOffset: begin
          spi_word <= {16'hA200, {SpiCommandMaxWidth-16{1'b0}}};
          spi_word_bit_count <= 16;
          delay <= 1;
        end
        SetNormalDisplay: begin
          spi_word <= {8'hA4, {SpiCommandMaxWidth-8{1'b0}}};
          spi_word_bit_count <= 8;
          delay <= 1;
        end
        SetMultiplexRatio: begin
          spi_word <= {16'hA83F, {SpiCommandMaxWidth-16{1'b0}}};
          spi_word_bit_count <= 16;
          delay <= 1;
        end
        SetMasterConfiguration: begin
          spi_word <= {16'hAD8E, {SpiCommandMaxWidth-16{1'b0}}};
          spi_word_bit_count <= 16;
          delay <= 1;
        end
        DisablePowerSave: begin
          spi_word <= {16'hB00B, {SpiCommandMaxWidth-16{1'b0}}};
          spi_word_bit_count <= 16;
          delay <= 1;
        end
        SetPhaseAdjust: begin
          spi_word <= {16'hB131, {SpiCommandMaxWidth-16{1'b0}}};
          spi_word_bit_count <= 16;
          delay <= 1;
        end
        SetDisplayClock: begin
          spi_word <= {16'hB3F0, {SpiCommandMaxWidth-16{1'b0}}};
          spi_word_bit_count <= 16;
          delay <= 1;
        end
        SetSecondPrechargeA: begin
          spi_word <= {16'h8A64, {SpiCommandMaxWidth-16{1'b0}}};
          spi_word_bit_count <= 16;
          delay <= 1;
        end
        SetSecondPrechargeB: begin
          spi_word <= {16'h8B78, {SpiCommandMaxWidth-16{1'b0}}};
          spi_word_bit_count <= 16;
          delay <= 1;
        end
        SetSecondPrechargeC: begin
          spi_word <= {16'h8C64, {SpiCommandMaxWidth-16{1'b0}}};
          spi_word_bit_count <= 16;
          delay <= 1;
        end
        SetPrechargeLevel: begin
          spi_word <= {16'hBB3A, {SpiCommandMaxWidth-16{1'b0}}};
          spi_word_bit_count <= 16;
          delay <= 1;
        end
        SetVCOMH: begin
          spi_word <= {16'hBE3E, {SpiCommandMaxWidth-16{1'b0}}};
          spi_word_bit_count <= 16;
          delay <= 1;
        end
        SetMasterCurrent: begin
          spi_word <= {16'h8706, {SpiCommandMaxWidth-16{1'b0}}};
          spi_word_bit_count <= 16;
          delay <= 1;
        end
        SetContrastA: begin
          spi_word <= {16'h8191, {SpiCommandMaxWidth-16{1'b0}}};
          spi_word_bit_count <= 16;
          delay <= 1;
        end
        SetContrastB: begin
          spi_word <= {16'h8250, {SpiCommandMaxWidth-16{1'b0}}};
          spi_word_bit_count <= 16;
          delay <= 1;
        end
        SetContrastC: begin
          spi_word <= {16'h837D, {SpiCommandMaxWidth-16{1'b0}}};
          spi_word_bit_count <= 16;
          delay <= 1;
        end
        DisableScrolling: begin
          spi_word <= {8'h25, {SpiCommandMaxWidth-8{1'b0}}};
          spi_word_bit_count <= 8;
          delay <= 1;
        end
        ClearScreen: begin
          spi_word <= {40'h2500005F3F, {SpiCommandMaxWidth-40{1'b0}}};
          spi_word_bit_count <= 40;
          delay <= 1;
        end
        VccEn: begin
          spi_word <= 0;
          spi_word_bit_count <= 0;
          delay <= (ClkFreq * VccEnDelay) / 1000;
        end
        DisplayOn: begin
          spi_word <= {8'hAF, {SpiCommandMaxWidth-8{1'b0}}};
          spi_word_bit_count <= 8;
          delay <= (ClkFreq * StartupCompleteDelay) / 1000;
        end
        PrepareNextFrame: begin
          spi_word <= 0;
          spi_word_bit_count <= 0;
          delay <= 1;
        end
        SetColAddress: begin
          spi_word <= {24'h15005F, {SpiCommandMaxWidth-24{1'b0}}};
          spi_word_bit_count <= 24;
          delay <= 1;
        end
        SetRowAddress: begin
          spi_word <= {24'h75003F, {SpiCommandMaxWidth-24{1'b0}}};
          spi_word_bit_count <= 24;
          delay <= 1;
        end
        WaitNextFrame: begin
          spi_word <= 0;
          spi_word_bit_count <= 0;
          delay <= 0;
        end
        SendPixel: begin
          spi_word <= {pixel_data, {SpiCommandMaxWidth-16{1'b0}}};
          spi_word_bit_count <= 16;
          delay <= 0;
        end
        default: begin
          spi_word <= 0;
          spi_word_bit_count <= 0;
          delay <= 0;
        end
      endcase
    end
  end
end
endmodule
==> qor.csv <==
metric,value,unit
"CP delay by family, top",simple AND/OR/NAND/NOR gates,
mux share,0.00718,
Slew Limit Fails,0,
crit path DAT,6.73,ns
tool warnings,120,
Peak supply drop,0.000220,V
TNS Setup,0,ns
reg-to-reg startpoint,delay[1],
reg-to-reg endpoint,delay[1],
fillcell total,981,
GPL Wtd Cong,0.970,
final hold vios,0,
slowest CP cell,nor2_1,
Crit path largest cell delay,0.54,ns
Max-cap violations,0,
row cnt,38,
"Req. time, crit path",6.96,ns
sequential cell area,1760,um2
RSZ-0062 raised after global routing,no,
Main synth FF type,dfxtp_1,
Simple-Gate Area Share,0.328,
final WL,18100,um
most frequent cells in the layout,"inv_1 (103), nand2_1 (102), dfxtp_1 (87)",
placed instance area,6110,um2
cell area after synthesis,5570,um2
number of enable flip-flop cells,0,
sequential fraction of the synthesis area,0.316,
1st-pass router iterations,6,
post-route insts no fill,1023,
antenna diode count,0,
DRC,0,
Setup CP Type,reg -> out,
Post-CTS Resized,0,
post-detail-place hpwl,12300,um
Iter 0 DRT Violations,529,
layout cells sized above 1,0.0713,
startpoint types,flop,
outcome,"complete, no violations",
Crit. End Element,output pin,
DR vias/cell,5.94,
largest net degree at the start of global routing,54,
CP Buf/Inv Count,1,
Hold Path Class,reg -> reg,
Reg2Reg Depth,7,
number of buffers created by CTS,9,
vias in the first global route,5738,
clk_skew,0.0197,ns
area fraction in xor and xnor cells,0.0611,
Largest cells by area,"dfxtp_1 (32%), nand2_1 (6.9%), nor2_1 (5.7%), a21oi_1 (5.1%), o21ai_0 (5.0%)",
initial antenna violation count,0,
post-synthesis chip area from yosys,5570,um2
Final Cell Area,6660,um2
CP Cell Sequence,"nor2b_1, nand2_1, nor2_1, and2_1, clkdlybuf4s50_1",
Final ANT Viol Nets,0,
total power per unit cell area,261,nW/um2
cts-stage hold buffer count,0,
CTS tree,built,
dominant kind of combinational cell,simple AND/OR/NAND/NOR gates,
clock slew at reported path FFs,0.04,ns
Slew HR,0.434,
CTS H-tree lvls,3,
post-synthesis register bit count,88,
cells after synthesis,771,
GRT Total Usage,0.327,
IO Count,41,
R2R setup slack,5.33,ns
share of async-settable or async-resettable flops after synthesis,0,
clk latency late pin,0.44,ns
global-route wire length before repair,29000,um
Min-Delay Startpoint,spi_word[31],
die height,108,um
wire length per cell,17.7,um
Hold Path Cell Cnt,2,
Clock Tree Root,clkbuf_8,
Syn. warnings,1,
# Post-CTS Setup Buffers,0,
total grt overflow,0,
CP max FO,13,
LEAKAGE,2.90,nW
mean post-synth cell area,7.23,um2
Hold Path End,spi_word[32],
final setup vio count,0,
Tightest Pin Transition,0.847,ns
ys cells,771,
Top cell area share,0.316,
CTS Buffer Depth,2,
Top cell excl fill/tap,inv_1,
via count,6080,
Die ar.,11600,um2
Core Util at FP,0.514,
cell taking the most area after synthesis,dfxtp_1,
adder share,0.0135,
"Compound Share, Synth",0.223,
Cell Type Count,73,
Hold WS,0.415,ns
Synth-to-Final Area Change,19.5,%
Cells after DPL,919,
Logic cell area,3530,um2
Port Buffer Count,40,
Die Wd,108,um
core area,10800,um2
## cell usage after synthesis (8+ instances only)
cell type    n
nand2_1    102
dfxtp_1     88
nor2_1      85
a21oi_1     57
o21ai_0     56
clkbuf_1    42
nand3_1     38
nor3_1      30
nor4_1      21
xnor2_1     17
xor2_1      16
and2_1      15
inv_1       15
and3_1      10
nand4_1     10
o22ai_1     10
or3_1       10
buf_1        9
nor2b_1      9
a22oi_1      8
or4_1        8
## report_power, final
part / leakage (nW) / internal [mW] / switching [mW] / total (mW)
logic: 1.60 / 0.274 / 0.493 / 0.768
clock network: 0.586 / 0.178 / 0.292 / 0.470
registers: 0.713 / 0.446 / 0.0552 / 0.502
total: 2.90 / 0.899 / 0.841 / 1.74
## registers in the layout, indices dropped and copies added (netlist names)
register / flops
frame_counter: 17
spi_word_bit_count: 6
spi_word: 40
state: 5
delay: 20
## cell families (layout without fill, tap and decap cells)
logic type	Yosys count	count (layout)
multiplexers	4	4
AND/OR/NAND/NOR	366	366
adder cells (fa/ha/maj)	6	6
XOR/XNOR	35	35
AND-OR/OR-AND	199	199
buffers and inverters	73	185
flip-flops	88	88
## worst reg2reg max path, cell delays in order (launching register included)
cell	delay, ns
dfxtp_1	0.31
inv_1	0.07
ha_1	0.22
nor4b_2	0.50
nand3_1	0.46
nor2_1	0.76
o2111ai_1	0.58
a221oi_1	0.36
## how the worst max path moves through the flow
stage	start	endpoint	slack, ns	cells after the start
CTS	state[4]	pixel_index[2]	0.20	5
global route	frame_counter[0]	sample_pixel	0.06	8
finish	state[4]	pixel_index[2]	0.23	5
## metrics by stage
| step | utilization | worst slack (ns) | power (mW) |
|---|---|---|---|
| 6_report | 0.614 | 0.226 | 1.74 |
| 5_1_grt | 0.614 | 0.0646 | 1.88 |
| 4_1_cts | 0.614 | 0.198 | 1.75 |
| 3_5_place_dp | 0.564 | 0.481 | 1.33 |
| 3_3_place_gp | 0.564 | 0.512 | 1.33 |
| 2_1_floorplan | - | 0.857 | 1.11 |
## layer usage
metal | track usage | wire [um]
met1 | 0.497 | 8430
met2 | 0.443 | 7560
met3 | 0.0870 | 1540
met4 | 0.135 | 545
met5 | 0 | 0
## area by class of cell
cell class | instances | share of cell area
clock buffer | 10 | 0.0201
clock inverter | 96 | 0.0639
inverter | 16 | 0.00902
multi-input combinational | 610 | 0.530
sequential | 88 | 0.265
tap | 140 | 0.0263
timing repair buffer | 63 | 0.0857
No activity file was given, so power comes from the tool's default toggle rates.

[flow/constraint.sdc]
current_design Audio_Input

set clk_period 2.9
set clk_io_pct 0.2

create_clock -name clk0 -period $clk_period [get_ports {CLK}]
create_clock -name clk1 -period $clk_period [get_ports {cs}]

set non_clock_inputs [all_inputs -no_clocks]
set_input_delay [expr $clk_period * $clk_io_pct] -clock clk0 $non_clock_inputs
set_output_delay [expr $clk_period * $clk_io_pct] -clock clk0 [all_outputs]
[flow/design.v]
`timescale 1ns / 1ps
module Audio_Input(
    input CLK,                   
    input cs,                    
    input MISO,                  
    output clk_samp,             
    output reg sclk,             
    output reg [11:0]sample      
    );
    reg [11:0]count2 = 0;
    reg [11:0]temp = 0;
    initial begin
        sclk = 0;
    end
    assign clk_samp = cs;
    always @ (posedge CLK) begin
        count2 <= (cs == 0) ? count2 + 1 : 0;
        sclk <= (count2 == 50 || count2 == 100 || count2 == 150 || count2 == 200 || count2 == 250 || count2 == 300 || count2 == 350 || count2 == 400 || count2 == 450 || count2 == 500 || count2 == 550 || count2 == 600 || count2 == 650 || count2 == 700 || count2 == 750 || count2 == 800 || count2 == 850 || count2 == 900 || count2 == 950 || count2 == 1000 ||count2 == 1050 || count2 == 1100 || count2 == 1150 || count2 == 1200 || count2 == 1250 || count2 == 1300 || count2 == 1350 || count2 == 1400 || count2 == 1450 || count2 == 1500 || count2 == 1550 || count2 == 1600) ?  ~sclk  : sclk ;
    end
    always @ (negedge sclk) begin
        temp <= temp<<1 | MISO;
    end
    always @ (posedge cs) begin
        sample <= temp[11:0];
    end
endmodule
[flow/config.mk]
export PLATFORM = sky130hd
export DESIGN_NAME = Audio_Input
export DESIGN_NICKNAME = Audio_Input
export VERILOG_FILES = /design/flow/design.v
export SDC_FILE = /design/flow/constraint.sdc
export NUM_CORES = 4
export LEC_CHECK = 1
export CORE_UTILIZATION = 30
[flow/run.sh]
#!/bin/bash
# OpenROAD 26Q1-2900-gdf79404cd8, Yosys 0.63+post, stock flow scripts
make -C /OpenROAD-flow-scripts/flow DESIGN_CONFIG=/design/flow/config.mk WORK_HOME=/design/flow/orfs finish
==> impl_results.rst <==
Metrics
=======

.. list-table::
   :header-rows: 1

   * - Metric
     - Value
   * - Outcome
     - complete, no violations
   * - Register pins left without a clock
     - 12
   * - Yosys Instances
     - roughly 180
   * - WP data arrival
     - 2.23 ns
   * - Simple-gate share of the synthesized area
     - 30.0%
   * - Count of buffers from port buffering
     - 15
   * - Pre-Place Util
     - 31.7%
   * - Flip-flops with a built-in enable
     - 1
   * - Number of cells produced by synthesis
     - roughly 180
   * - YS warnings
     - 1
   * - Tool warnings
     - 41
   * - Biggest combinational cell group after synthesis
     - simple AND/OR/NAND/NOR gates
   * - Total I/O pin count
     - 17
   * - Total overflow reported by the global router
     - 0
   * - Horizontal extent of the die
     - 79.2 µm
   * - Count of pins over their slew limit
     - 0
   * - Iteration-0 DRC count of the detailed router
     - roughly 68
   * - Clock power share
     - 69.1%
   * - Kind of end point of the critical path
     - output pin
   * - Register area share after synthesis
     - 42.0%
   * - Critical path class
     - clock port to output pin
   * - Setup violations, final
     - 0
   * - Combinational gate area
     - 855 µm²
   * - Synthesis-stage register bit count
     - 37
   * - Worst IR Drop VDD
     - 486 µV
   * - Number of library cell types mapped by synthesis
     - 50
   * - Startpoint of the most critical setup path
     - cs
   * - Fa+ha+maj area frac
     - between 2 and 2.5%
   * - Hold violation total from the final report
     - 0
   * - Sum of routed wire length over all layers
     - 3590 µm
   * - Post-route DRC violation count
     - 0
   * - Worst-case headroom to the max-slew limit
     - a little over two fifths
   * - Critical path startpoint category
     - clock port
   * - Pleak
     - 0.739 nW
   * - Worst min-delay path category
     - clock port to flop
   * - Highest fanout seen on the critical path
     - 5
   * - Number of instances in the placed design
     - 249
   * - Worst-case clock skew
     - 0.00328 ns
   * - Slack of the worst reg-to-reg path
     - between 0.5 and 0.6 ns
   * - Area added between synthesis and finish
     - 17.3%
   * - Core Footprint
     - 5640 µm²
   * - Number of detailed-routing iterations run before antenna repair
     - 4
   * - RR Startpoint
     - count2[0]
   * - CP required
     - 2.32 ns
   * - Synth Cell Area
     - 1790 µm²
   * - Filler Cell Count
     - 544
   * - Sequential share of power
     - 30.8%
   * - Post-detail-place hpwl
     - 2230 µm
   * - Final sum of negative setup slack
     - 0 ns
   * - Cell taking the most area after synthesis
     - dfxtp_1
   * - Internal power
     - 0.918 mW
   * - GRT Total Usage
     - 12.1%
   * - Routed via count
     - about 1,400
   * - Area share, top type
     - 40.3%
   * - Post-cts sizing count
     - 0
   * - Die ar.
     - 6280 µm²
   * - Post-layout utilization of the core
     - a little under two fifths
   * - Cell depth of the worst flop-to-flop path
     - 7
   * - Total power per unit cell area
     - 565 nW/µm²
   * - Final antenna diode count
     - 0
   * - Register clock-pin slew on the reported worst setup and hold paths
     - 0.06 ns
   * - Post-synthesis compound-gate area fraction
     - 11.6%
   * - First-pass GRT wire length
     - between 5000 and 6000 µm
   * - Share of total power consumed by net switching
     - 22.5%
   * - Share of async-settable or async-resettable flops after synthesis
     - 0%
   * - Total area of sequential cells
     - 751 µm²
   * - Leading register cell type out of synthesis
     - dfxtp_1
   * - Number of nets still failing antenna checks after routing
     - 0
   * - Antenna violations before repair
     - 0
   * - Net switching power
     - 0.267 mW
   * - Mean instance size in the synthesized netlist
     - 9.94 µm²
   * - Clock tree from TritonCTS
     - done
   * - Pin count of the biggest net entering global routing
     - 28
   * - Number of global-route vias before repair
     - 1,304
   * - Xor and xnor fraction of the mapped netlist area
     - 3.43%
   * - Cell types occupying the most area after synthesis
     - dfxtp_1, buf_6, nand3b_1, nor2_1, buf_4
   * - Via/cell ratio
     - 5.18
   * - Mux share of post-synthesis cell area
     - less than 1%
   * - Vertical die size
     - between 70 and 80 µm
   * - Hold-fix buffers, CTS
     - 0
   * - Filler-free cell count of the finished design
     - about 270
   * - R2r endpoint
     - sclk
   * - Row cnt
     - 27
   * - Share of cells above drive strength 1
     - 14.5%
   * - Termination of the worst setup path
     - clk_samp
   * - Detail-routed net length per standard cell
     - 13.6 µm
   * - Number of setup buffers added after CTS
     - 0
   * - Gp weighted congestion
     - 0.889
   * - Reported max-cap violation count
     - 0
   * - Count of endpoints without a timing constraint
     - 24
   * - RSZ-0062 raised after global routing
     - false
   * - PnR Total Power
     - ~1.2 mW
   * - Actual transition at the worst max-transition pin
     - 0.860 ns
   * - Chip Area, Yosys
     - around 1800 µm²
   * - Combinational share of power
     - 0.1%
-- critical path, stage by stage --
cell             delay, ns
clkbuf_8              0.12
clkbuf_8              0.14
clkbuf_16             0.14
clkdlybuf4s50_1       0.39
-- metal layers --
layer | up-vias | track usage (%) | share of wire [%]
li1 | 681 | - | -
met1 | 644 | 18.3 | 49
met2 | 43 | 14.9 | 44
met3 | 4 | 5.83 | 6.0
met4 | 0 | 4.36 | 1.0
met5 | - | 0 | 0
-- stage by stage --
step                      worst slack (ns)  hold WS (ns)  instance area (µm²)
after floorplan                      0.772        0.0691                 1790
after global placement               0.503        0.0667                 1870
after detailed placement             0.503        0.0667                 1870
after CTS                           0.0769        0.0757                 2100
after global routing                0.0706        0.0685                 2100
final                               0.0891        0.0744                 2100
-- area by class of cell --
cell class,count,share of cell area (%)
Clock buffer,15,10.8
Clock inverter,2,0.477
Inverter,7,1.25
Multi-Input combinational cell,118,40.7
Sequential cell,37,35.8
Tap cell,72,4.29
Timing Repair Buffer,14,6.68
-- cell families (layout without fill, tap and decap cells) --
kind of cell	after synthesis	in the layout
AOI/OAI and AO/OA	26	26
xor gates and xnor gates	7	7
adders and majority gates	3	3
buffers and inverters	25	38
DFF	37	37
muxes	1	1
and+or+nand+nor	81	81
-- power groups by stage --
stage                 clock [mW]  sequential (mW)  combinational, mW
after CTS                  0.850            0.365            0.00128
after global routing       0.892            0.365            0.00129
final                      0.819            0.365            0.00126
-- cell usage after synthesis, types with 3 or more instances --
cell and instances:
dfxtp_1 36, nor2_1 15, nand3b_1 8, buf_4 7
inv_1 7, buf_6 6, nand2_1 6, nand4b_1 6
o21ai_0 6, nand3_1 5, or3_1 5, a21oi_1 4
nand4_1 4, nor3_1 4, or4b_1 4, xnor2_1 4
a2111oi_0 3, a2111oi_1 3, ha_1 3, nand4bb_1 3
nor4_1 3, xor2_1 3
-- registers in the layout, indices dropped and copies added, names as in the netlist --
signal	cells
count2	12
sample	12
sclk	1
temp	12
-- cells in the final DEF, fill, tap and decap left out, types with 5 or more instances in the layout --
| master | instances |
|---|---|
| clkdlybuf4s50_1 | 15 |
| inv_1 | 7 |
| nand3_1 | 5 |
| nand2_1 | 6 |
| o21ai_0 | 6 |
| nor2_1 | 15 |
| nand3b_1 | 8 |
| or3_1 | 5 |
| clkbuf_8 | 10 |
| nand4b_1 | 6 |
| dfxtp_1 | 36 |
-- worst min-delay path by stage --
stage     startpoint         to  depth (start not counted)
5_1_grt           cs  count2[1]                          3
4_1_cts           cs  count2[1]                          3
6_report          cs  count2[1]                          3
Power is estimated from default activity; no workload was simulated.
